### flow/config.mk
export PLATFORM = sky130hd
export DESIGN_NAME = top
export DESIGN_NICKNAME = top
export VERILOG_FILES = /design/flow/design.v
export SDC_FILE = /design/flow/constraint.sdc
export NUM_CORES = 4
export LEC_CHECK = 1
export CORE_AREA = 10 10 106 106
export DIE_AREA = 0 0 116 116
### flow/constraint.sdc
current_design top

set clk_period 9.6
set clk_io_pct 0.2

create_clock -name clk0 -period $clk_period [get_ports {xtal}]

set non_clock_inputs [all_inputs -no_clocks]
set_input_delay [expr $clk_period * $clk_io_pct] -clock clk0 $non_clock_inputs
set_output_delay [expr $clk_period * $clk_io_pct] -clock clk0 [all_outputs]
### flow/design.v
module clkdiv#(
    parameter DIVIDER = 2
)(
    input clk_in,
    output reg clk_out
);
localparam RELOAD = (DIVIDER / 2) - 1;
reg [31:0] counter = RELOAD;
always @(posedge clk_in) begin
    if(counter == 0) begin
        clk_out <= ~clk_out;  
        counter <= RELOAD;    
    end else begin
        counter <= counter - 1;  
    end
end
endmodule
module top(
    input xtal,
    output led
);
clkdiv #(.DIVIDER(10_000_000)) my_div (.clk_in(xtal), .clk_out(led));
endmodule
### flow/run.sh
#!/bin/bash
# OpenROAD 26Q1-2900-gdf79404cd8, Yosys 0.63+post, stock flow scripts
make -C /OpenROAD-flow-scripts/flow DESIGN_CONFIG=/design/flow/config.mk WORK_HOME=/design/flow/orfs finish
==> run notes <==
The die covers 13,500 um^2. In this run the deepest clock path goes through 2 buffers. Data on the critical path arrives at its endpoint at 1.09 ns.

The synthesized instance count was 148. Entering global routing, the biggest net connects 14 pins. The cell with the largest stage delay on the worst path is sky130_fd_sc_hd__clkdlybuf4s50_1. The run gives 16.1% for the signed area change from the synthesized netlist to the final layout.

The most frequently used library cell after synthesis is sky130_fd_sc_hd__dfxtp_1. The worst setup path is of the reg2out kind. The run gives 3750 um for the first-pass GRT wire length. Kind of path behind the tightest hold check: reg2reg. The timing report gives the biggest stage delay along the critical path as 0.46 ns. The worst setup path is captured at an output port. The run gives 0.475 for the portion of the post-synthesis area used by sequential elements. The script extracted a total leakage power of 0.592 nW. The flow ran to the end, and the final reports show no timing, DRC or antenna violations. The number of enable flip-flop cells was 1. The combined global-route utilization of all metal layers was 0.0334.

The share of final-layout standard cells stronger than drive strength 1 came out at 0.135. The number of maximum-capacitance violations recorded for the run is 0. 0 antenna diodes ended up in the layout. The sum of buffers and inverters on the critical path works out to 1. Detailed routing inserted a total of 987 vias. On the final layout, the worst clock skew is 0.00994 ns. The logs give 8850 um^2 for the area inside the core boundary and 6.59 ns for the post-layout worst setup margin. With the setup TNS after final layout at 0 ns, the area of the synthesized netlist per yosys stat is 1410 um^2.

Hold is met by 0.416 ns. Clock sink count: 33. Post-CTS repair changed the size of 0 cells. The signal on the critical path passes through clkdlybuf4s50_1. The overall die width is 116 um. Global routing finished with a remaining overflow of 0. The post-route fraction of the period consumed by the critical path is 0.314, and the half-perimeter wire length of the detailed placement result is 1500 um. The total of warnings raised by yosys was 1. The number of different library cells used by synthesis comes to 38.

The startpoint type of the worst setup path was a flop. The detailed router reported a total wirelength of 2190 um. Looking at the cell usage after synthesis, the top flip-flop cell is sky130_fd_sc_hd__dfxtp_1. The top-area cell type share of the netlist area is 0.454.

The report lists the number of standard-cell rows as 34. With the number of buffers inserted for hold repair after clock tree synthesis at 0, the chip height is 116 um. The run gives 0 as the number of max-slew violations in the final report. For reference, the final report shows the hold violation count at 0. The clock-pin slew reported for the worst setup and hold paths after clock tree synthesis was 0.08 ns.

The run gives 0.160 as the pre-placement core utilization. For the achievable clock frequency, the log shows 332 MHz. The highest net fanout along the worst path is 2, and the clock period minus worst slack is 3.01 ns. The per-cell routed wire length is 8.32 um, and the latest clock arrival within the worst-skew pair is 0.29 ns.

Setup repair after global routing left no endpoint under its margin. The actual transition at the worst max-transition pin is 0.539 ns. The total setup violations reported at the end of the flow is 0. Per the synthesis report, the dominant area consumer among library cells is sky130_fd_sc_hd__dfxtp_1.

The count of buffers from port buffering was 1. For this design the ratio of total power to cell area is 147 nW/um^2. After synthesis the cells add up to 1410 um^2. Yosys reports that the most numerous cell types are sky130_fd_sc_hd__dfxtp_1, sky130_fd_sc_hd__nor2_1, sky130_fd_sc_hd__nand2_1. The total CTS buffers was 5; the worst slew slack as a fraction of its limit was 0.640.

TritonCTS built the clock tree. The setup slack after placement came out at 6.89 ns. The tree is rooted in a sky130_fd_sc_hd__clkbuf_8. The number of global-route vias before repair is 849. In the Yosys report the total cell count is 148. Kind of cell with the highest combined delay on the critical path: buffers and inverters.

The number of antenna violations at the first check in global routing is 0. The run gives 3 as the count of TritonRoute iterations in the first routing pass. After clock tree synthesis, the setup repair step added 0 buffers.

The run gives 0 for the post-route antenna net violation count. Per the power-grid run, VDD falls by no more than 40.3 uV. The async set-reset flop share out of synthesis was 0.

For reference, the post-synthesis area per instance comes to 9.54 um^2. In this run the count of I/O pins placed on the die edge is 2. The remaining design rule violation count is 0.

The run gives 3.75 for the via density per instance. The H-tree was split into 2 levels. For the worst setup path, the data required time is 7.68 ns. Placer's final routability congestion estimate: 0.752. Warnings raised by the tools during the run amount to 25.

Per the synth log, the flip-flop and latch total comes to 33. The violation tally recorded at the end of detailed-routing iteration 0 is 44. In the post-synthesis netlist, the biggest area contributors are sky130_fd_sc_hd__dfxtp_1, sky130_fd_sc_hd__xor2_1, sky130_fd_sc_hd__nor2_1.
## area by class of cell
cell class                 count  area (um^2)
clock inverter                 3         22.5
inverter                       3         11.3
clock buffer                   5         68.8
multi-input combinational    109          713
tap                          108          135
sequential                    33          671
fill                         994         7210
timing repair buffer           2         17.5
## sequential cells by signal, indices dropped and copies added (netlist names)
signal          cells
my_div.clk_out      1
my_div.counter     32
## worst paths after layout
path,from,end,slack (ns),cells after the start
max,my_div.clk_out,led,6.59,1
min,my_div.counter[0],my_div.counter[0],0.42,1
max reg2reg,my_div.counter[0],my_div.counter[30],7.18,7
min reg2reg,my_div.counter[0],my_div.counter[0],0.42,1
## kinds of logic after synthesis
group           Yosys count  share of synthesized area
simple gates             76                      0.305
flops                    33                      0.475
xor+xnor                 20                      0.124
compound gates            8                     0.0355
buf+inv                   6                     0.0195
mux                       4                     0.0319
fa+ha+maj                 1                    0.00886
## power breakdown
part           internal (mW)  switching [mW]
logic                      0               0
clock network         0.0508          0.0535
registers              0.137               0
## cell usage in the layout (no fill, tap or decap), types with 2 or more instances in the layout
cell type,Yosys,final
sky130_fd_sc_hd__o21ai_0,3,3
sky130_fd_sc_hd__xnor2_1,9,9
sky130_fd_sc_hd__or4_4,2,2
sky130_fd_sc_hd__clkinvlp_4,0,3
sky130_fd_sc_hd__inv_1,3,3
sky130_fd_sc_hd__or3_1,3,3
sky130_fd_sc_hd__nand2_1,14,14
sky130_fd_sc_hd__nand4_1,2,2
sky130_fd_sc_hd__nor3_1,7,7
sky130_fd_sc_hd__nor2_1,22,22
sky130_fd_sc_hd__xor2_1,11,11
sky130_fd_sc_hd__nand4b_1,2,2
sky130_fd_sc_hd__nor4_1,4,4
sky130_fd_sc_hd__clkbuf_8,0,5
sky130_fd_sc_hd__mux2_2,4,4
sky130_fd_sc_hd__nand3b_1,3,3
sky130_fd_sc_hd__nand3_1,3,3
sky130_fd_sc_hd__dfxtp_1,32,32
sky130_fd_sc_hd__or4_1,3,3
## routing by layer
metal / wire (um) / vias to the layer above / GRT usage
met5: 0 / - / 0
met4: 21 / 0 / 0.00584
met3: 104 / 4 / 0.0147
met2: 830 / 7 / 0.0447
met1: 1230 / 447 / 0.0489
li1: - / 529 / -
## through the flow
stage | area [um^2] | power (mW) | util | std cells
final | 1640 | 0.242 | 0.185 | 263
after CTS | 1640 | 0.246 | 0.185 | 263
after global placement | 1550 | 0.141 | 0.175 | 255
after floorplan | 1410 | 0.141 | - | 148
after detailed placement | 1550 | 0.141 | 0.175 | 255
after global routing | 1640 | 0.251 | 0.185 | 263
Power is estimated from default activity; no workload was simulated.
